==> ./design.v <==
`default_nettype none
module BCDtoSevenSegment
	(input logic [3:0] bcd,
	 output logic [6:0] segment);
	logic a, b, c, d;
	assign a = bcd[3];
	assign b = bcd[2];
	assign c = bcd[1];
	assign d = bcd[0];
	assign segment[0] = (~a & ~b & ~c & d) | (b & ~c & ~d);
	assign segment[1] = (b & ~c & d) | (b & c & ~d);
	assign segment[2] = (~a & ~b & c & ~d);
	assign segment[3] = (~a & ~b & ~c & d) | (b & ~c & ~d) | (b & c & d);
	assign segment[4] = (d) | (b & ~c);
	assign segment[5] = (~b & c) | (c & d) | (~a & ~b & d);
	assign segment[6] = (~a & ~b & ~c) | (b & c & d);
endmodule: BCDtoSevenSegment
module SevenSegmentDigit
	(input logic [3:0] bcd,
	 output logic [6:0] segment,
	 input logic 	blank);
	logic [6:0] decoded;
	BCDtoSevenSegment b2ss(.bcd(bcd[3:0]), .segment(decoded[6:0]));
	assign segment = ((blank==1) ? (8'b11111111) : (decoded[6:0]));
endmodule: SevenSegmentDigit
module SevenSegmentControl
	(output logic [6:0] HEX7, HEX6, HEX5, HEX4,
	 output logic [6:0] HEX3, HEX2, HEX1, HEX0,
	 input logic [3:0] BCD7, BCD6, BCD5, BCD4,
	 input logic [3:0] BCD3, BCD2, BCD1, BCD0,
	 input logic [7:0] turn_on);	
	SevenSegmentDigit ssd0(BCD0, HEX0, ~(turn_on[0]));
	SevenSegmentDigit ssd1(BCD1, HEX1, ~(turn_on[1]));
	SevenSegmentDigit ssd2(BCD2, HEX2, ~(turn_on[2]));
	SevenSegmentDigit ssd3(BCD3, HEX3, ~(turn_on[3]));
	SevenSegmentDigit ssd4(BCD4, HEX4, ~(turn_on[4]));
	SevenSegmentDigit ssd5(BCD5, HEX5, ~(turn_on[5]));
	SevenSegmentDigit ssd6(BCD6, HEX6, ~(turn_on[6]));
	SevenSegmentDigit ssd7(BCD7, HEX7, ~(turn_on[7]));
endmodule: SevenSegmentControl
==> ./run.sh <==
#!/bin/bash
# OpenROAD 26Q1-2900-gdf79404cd8, Yosys 0.63+post, stock flow scripts
make -C /OpenROAD-flow-scripts/flow DESIGN_CONFIG=/design/flow/config.mk WORK_HOME=/design/flow/orfs finish
==> ./config.mk <==
export PLATFORM = sky130hd
export DESIGN_NAME = SevenSegmentControl
export DESIGN_NICKNAME = SevenSegmentControl
export VERILOG_FILES = /design/flow/design.v
export SDC_FILE = /design/flow/constraint.sdc
export NUM_CORES = 4
export LEC_CHECK = 1
export CORE_AREA = 10 10 86 86
export DIE_AREA = 0 0 96 96
==> ./constraint.sdc <==
current_design SevenSegmentControl

set clk_period 1.2
set clk_io_pct 0.2

create_clock -name clk0 -period $clk_period

set non_clock_inputs [all_inputs -no_clocks]
set_input_delay [expr $clk_period * $clk_io_pct] -clock clk0 $non_clock_inputs
set_output_delay [expr $clk_period * $clk_io_pct] -clock clk0 [all_outputs]
==> out/summary.txt <==
outcome = finished, violations left
failing checks = negative setup slack
Unique cell types = 20
Hold Vio Cnt, Final = 0
Min Hold Slack = 0.7483 ns
final non-filler cell total = 362
Detailed Routing Iterations Pass 1 = 2
critical path required time = 0.96 ns
DP Area = 2231 um2
Total Wirelength = 4.833 mm
uppermost routed layer = met3
CTS Hold Buffers Added = 0
vias in the first global route = 1,588
detailed router's first-iteration violation count = 30
share of layout cells above drive strength 1 = 71.72%
Worst setup startpoint = BCD3[3]
number of buffers added on ports = 96
Worst Setup EP = HEX3[3]
first-pass GRT wire length = 7.424 mm
OpenROAD warning count = 34
Logic area = 997.2 um2
Post-Syn Instances = 132
Post-synth seq share = 0%
DRC = 0
hold depth = 3
Critical Path AT = 1.18 ns
MaxCap Viol Count = 0
synthesized cell area = 819.5 um2
antenna violations before repair = 0
die y size = 96 um
Post-DP HPWL = 3.754 mm
fin crit share = 118.2%
Peak Freq = 704.9 MHz
DRT met1 WL = 2.146 mm
CLK BUF = 0
Syn. warnings = 0
routed wl met3 = 343 um
Fill cells = 561
yosys cell count = 132
Worst-Margin Slew = 0.2457 ns
Static Leakage = 1.237 nW
PwrDens = 335.9 nW/um2
Remaining Overflow, GRT = 0
total vias in the final route = 1,559
Core Box Area = 5540 um2
setup TNS = -1.873 ns
Avg WL per Cell = 13.35 um
CP endpoint kind = output pin
Tot Pwr = 0.8167 mW
final-report setup violation count = 17
total die size = 9216 um2
most frequent cells in the layout = buf_2, buf_6, buf_4, nand2_1, nand3_2
worst vdd ir = 0.1502 mV
number of diodes = 0
met2 WL = 2.343 mm
final worst slack = -0.2187 ns
crit-path max FO = 2
Design Area, Final = 2431 um2
GRT Util Overall = 9.343%
Setup CP Type = input port to output pin
Initial Util = 14.79%
Yosys Chip Area = 819.5 um2
Area Growth Syn to Fin = 196.6%
vias per inst = 4.307
cell count after placement = 347
Hold Path Class = input port to output pin
Final Slew Violations = 0
Routed Antenna Nets = 0
# IOs = 96
RSZ-0062 raised after global routing = yes
routability cong. = 0.8111
fin crit period = 1.419 ns
relative max-transition margin = 83.44%
Startpoint Class = input port
Die X = 96 um
largest net degree at the start of global routing = 7
Rows = 27
Sequential cell area = 0 um2
Commonest Layout Cell = buf_2
flop count = 0
Post-Syn Area per Cell = 6.209 um2
stage by stage:
stage	worst slack (ns)	utilization [%]
6_report	-0.2187	43.88
5_1_grt	-0.2470	43.88
4_1_cts	-0.2161	42.32
3_5_place_dp	-0.8807	40.27
3_3_place_gp	-0.8794	40.27
2_1_floorplan	0.09278	-
cell usage after synthesis, types with 2 or more instances:
cell type  number  area share (%)
nand2_1        32              15
nand3_1        16             9.8
inv_1          15             6.9
o41ai_1         8             8.5
xor2_1          8             8.5
a211o_2         7             8.5
a21o_1          7             6.4
nand2b_1        7             5.3
nand3_2         7             8.5
o311ai_0        7             7.5
or3b_1          7             7.5
clkbuf_1        2            0.92
o21ai_0         2             1.2
worst max-delay path, stage by stage:
cell	delay, ns
buf_6	0.09
or3b_4	0.39
a21o_1	0.19
buf_6	0.12
nand3_2	0.05
buf_2	0.10
cell families after synthesis:
logic type             Yosys count  synth area share, %
multiplexers                     1                1.221
AND/OR/NAND/NOR                 70                46.26
XOR/XNOR                         8                8.550
buffers and inverters           18                8.244
AND-OR/OR-AND                   35                35.73
power by group:
part / internal, mW / switching (mW)
registers: 0 / 0
clock network: 0 / 0
logic: 0.497 / 0.320
metal layers:
| metal | global-route usage (%) | vias to the layer above |
|---|---|---|
| met1 | 12.16 | 716 |
| met2 | 16.26 | 41 |
| li1 | - | 802 |
| met3 | 2.201 | 0 |
| met5 | 0 | - |
| met4 | 0 | 0 |
worst min path at each step:
stage / start / slack, ns / to
after global routing: turn_on[1] / 0.77 / HEX1[2]
final: turn_on[2] / 0.75 / HEX2[6]
after CTS: turn_on[5] / 0.76 / HEX5[6]
timing repair:
| item | 4_1_cts | 5_1_grt |
|---|---|---|
| pin swaps | 68 | 17 |
| setup buffers | 20 | 1 |
| resized | 384 | 48 |
| endpoints found under the setup margin | 56 | 43 |
cell type report:
cell class                      instances  area share (%)
Inverter                               16           2.470
Tap cell                               72           3.706
Multi-Input combinational cell        114           41.02
Timing Repair Buffer                  160           52.80
Power is estimated from default activity; no workload was simulated.
