==> design/flow/design.v <==
module inRange
	(output logic range_valid, 
	 input logic [3:0] num1, num2, num3,
	 input logic [3:0] num4, num5, num6,
	 input logic [3:0] num7, num8, num9);
	logic bool;
	always_comb begin
		bool = 1;
		if (bool==1 && (0 >= num1 || num1 > 9))
			bool = 0;
		if (bool==1 && (0 >= num2 || num2 > 9))
                	bool = 0;
		if (bool==1 && (0 >= num3 || num3 > 9))
                	bool = 0;
		if (bool==1 && (0 >= num4 || num4 > 9))
                	bool = 0;
		if (bool==1 && (0 >= num5 || num5 > 9))
                	bool = 0;
		if (bool==1 && (0 >= num6 || num6 > 9))
                	bool = 0;
		if (bool==1 && (0 >= num7 || num7 > 9))
                	bool = 0;
		if (bool==1 && (0 >= num8 || num8 > 9))
                	bool = 0;
		if (bool==1 && (0 >= num9 || num9 > 9))
                	bool = 0;
		range_valid = bool;
	end
endmodule: inRange
==> design/flow/run.sh <==
#!/bin/bash
# OpenROAD 26Q1-2900-gdf79404cd8, Yosys 0.63+post, stock flow scripts
make -C /OpenROAD-flow-scripts/flow DESIGN_CONFIG=/design/flow/config.mk WORK_HOME=/design/flow/orfs finish
==> design/flow/config.mk <==
export PLATFORM = sky130hd
export DESIGN_NAME = inRange
export DESIGN_NICKNAME = inRange
export VERILOG_FILES = /design/flow/design.v
export SDC_FILE = /design/flow/constraint.sdc
export NUM_CORES = 4
export LEC_CHECK = 1
export CORE_AREA = 10 10 70 70
export DIE_AREA = 0 0 80 80
==> design/flow/constraint.sdc <==
current_design inRange

set clk_period 1.7
set clk_io_pct 0.2

create_clock -name clk0 -period $clk_period

set non_clock_inputs [all_inputs -no_clocks]
set_input_delay [expr $clk_period * $clk_io_pct] -clock clk0 $non_clock_inputs
set_output_delay [expr $clk_period * $clk_io_pct] -clock clk0 [all_outputs]
==> flow_summary.ini <==
; yosys + openroad results
[detailed_routing]
wl_per_cell_um = 10.65
insertedDiodeCount = 0
drc = 0
via_per_inst = 3.421
drtIter0Drc = 6
drtPass1Iterations = 4
ant_nets = 0
wl_um = 1140
vias = 366

[layout]
nClkBuffers = 0
seq_area_um2 = 0
final_core_utilization_pct = 13.37
seq_cell_count = 0
drive_gt1_share_pct = 39.34
area_growth_syn_to_layout_pct = 204.2

[die]
ios = 37
die.size.x_um = 80
fp.dieH_um = 80
fp-row-count = 21
die-area_mm2 = 0.006400
initial_utilization_pct = 4.396
core_region_area_mm2 = 0.003416

[sta]
fmax_mhz = 578.2
slew_violations = 0
finalSetupViolations = 1
setup-tns-final_ps = -29.50
holdWs_ps = 1187
fin_crit_sh_pct = 101.7
rsz0062_at_grt = true
period_minus_slack_ps = 1729
worst_slack_ps = -29.50
max_slew_margin_pct = 87.70
final_hold_viol_count = 0
worst_pin_slew_ps = 182.8

[global_routing]
antenna_found_initial = 0
grt_pass1_vias = 397
grt_max_degree = 3
grt_pass1_wl_um = 1725
grt_use_total_pct = 3.233
grt-ovfl-total = 0

[setup_path]
cp-end-kind = primary output
path_max_fanout = 1
cp-startpoint = num3[0]
critPathKind = in2out
start_kind = input pin
cp_data_arrival_time_ps = 1390
critPathRequiredTime_ps = 1360
critPathCapture = range_valid

[synth]
synth_area_per_cell_um2 = 6.256
top_area_share_pct = 45.00
yosys_area_um2 = 150.1
topCellsByArea = or4_1 45%, o21ai_0 30%, nand4_1 17%
ys.warnings.count = 1
synthCells = 24
synth_cell_types = 5
ys_cells = 24
yosysTopAreaCell = or4_1
netlist_area_um2 = 150.1
synth_seq_share_pct = 0

[clock_tree]
postCtsHoldBufs = 0

[placement]
hpwl_um = 1083
io_buffers = 37
gp_congestion = 0.8935

[worst_hold_path]
hold_path.class = in2out

[run]
max_cap_violations = 0
openroad.warnings = 34

[power_and_ir_drop]
vdd_drop_max_uv = 26.24
p_leak_uw = 0.0001953
power_uw = 70.71
power_density_mw_per_mm2 = 154.8

[outcome]
violations = setup timing
status = complete, but fails checks
[cell usage after synthesis]
library cell	instances
nand4_1	4
or4_1	9
nor4_1	1
and3_1	1
o21ai_0	9
[worst max-delay path, cell delays in order]
cell and delay [ps]:
buf_2 90, or4_1 520, nand4_1 130, nor4_1 60, and3_1 130, buf_2 110
[per-layer routing]
layer / global-route usage [%] / vias up / routed length, um
li1: - / 187 / -
met1: 4.285 / 155 / 487
met2: 5.056 / 24 / 470
met3: 1.364 / 0 / 181
met4: 0 / 0 / 0
met5: 0 / - / 0
[layout by cell type (no fill, tap or decap)]
cell             synthesis  routed
buf_6                    0       1
o21ai_0                  9       3
nor4_1                   1       1
o21ai_1                  0       6
or4_1                    9       9
buf_2                    0      21
nand4_1                  4       4
clkbuf_2                 0       2
dlygate4sd2_1            0       6
and3_1                   1       1
clkdlybuf4s15_1          0       7
[repair_timing]
action,CTS,global route
setup buffers,0,0
setup endpoints to repair,1,1
pin swaps,15,4
gates cloned,0,0
gates resized,93,9
[how the worst min path moves through the flow]
stage / from / slack [ps] / to / cells past startpoint
4_1_cts: num4[0] / 1200 / range_valid / 4
5_1_grt: num5[3] / 1230 / range_valid / 6
6_report: num6[3] / 1190 / range_valid / 6
[metrics by stage]
step / area, um^2 / std cells / setup WS [ps]
after global routing: 456.7 / 107 / -75.68
after global placement: 578.1 / 107 / -682.9
after detailed placement: 578.1 / 107 / -713.4
after floorplan: 150.1 / 24 / 229.4
after CTS: 464.2 / 107 / -36.04
final: 456.7 / 107 / -29.50
[cell families (layout without fill, tap and decap cells)]
logic type / count (synthesis) / in the layout / synth area share (%)
buffers and inverters: 0 / 37 / 0
AOI/OAI and AO/OA: 9 / 9 / 30.00
and+or+nand+nor: 15 / 15 / 70.00
[area by class of cell]
class	count	area (um^2)
fill	411	2959
multi-input combinational	24	150.1
tap	46	57.56
timing repair buffer	37	249.0
[report_power, final]
group | internal (uW) | switching (uW)
Clock | 0 | 0
Combinational | 46.6 | 24.1
Sequential | 0 | 0
Total | 46.6 | 24.1
