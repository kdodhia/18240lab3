`/design/flow/design.v`:
```
module BCDOneDigitAdd
	(input logic [3:0] num1, num2,
	input logic cin,
        output logic [3:0] sum,
	output logic cout);
	logic [4:0] val;
	always_comb begin
		val = num1+num2;
		if (val < 10) begin
			cout = 0;
			sum = val; end
		else begin
			cout = 1;
			sum = val-10;
		end
	end
endmodule:BCDOneDigitAdd	
module sum3
	(input logic [3:0] num1, num2, num3,
	output logic [7:0] sum);
	logic [3:0] sum_1, sum_2; 
	logic cout_1, count_2;
	BCDOneDigitAdd b1(num1, num2, 0, sum_1, cout_1);
	BCDOneDigitAdd b2(num3, sum_1, 0, sum_2, cout_2); 
	always_comb begin
		sum[7:4] = cout_1 + cout_2;
		sum[3:0] = sum_2;
	end
endmodule: sum3
module sumt
	(output logic it_is_magic,
	output logic [7:0] magic_constant,
	input logic [3:0] num1, num2, num3,
	input logic [3:0] num4, num5, num6,
	input logic [3:0] num7, num8, num9);
	logic [7:0] sum2, sum3;
	logic [7:0] sum4, sum5, sum6;
	logic [7:0] sum7, sum8;
	logic valid8, valid2, valid3;
	logic valid4, valid5, valid6, valid7; 
	sum3 s1(num1, num2, num3, magic_constant),
	     s2(num4, num5, num6, sum2),
	     s3(num7, num8, num9, sum3),
	     s4(num1, num4, num7, sum4),
	     s5(num2, num5, num8, sum5),
	     s6(num3, num6, num9, sum6),
	     s7(num1, num5, num9, sum7),
	     s8(num3, num5, num7, sum8);
	comparator c2(magic_constant, sum2, valid2),
		   c3(magic_constant, sum3, valid3),
		   c4(magic_constant, sum4, valid4),
		   c5(magic_constant, sum5, valid5),			
		   c6(magic_constant, sum6, valid6),	
		   c7(magic_constant, sum7, valid7),
		   c8(magic_constant, sum8, valid8);
	assign it_is_magic = (valid8 && valid2 && valid3 && valid4 && valid5 && valid6 && valid7);
endmodule: sumt
module comparator
	(input logic [7:0] b, c,
	output logic a);
	always_comb 
 		a = (b == c);
endmodule: comparator 
```
`/design/flow/run.sh`:
```
#!/bin/bash
# OpenROAD 26Q1-2900-gdf79404cd8, Yosys 0.63+post, stock flow scripts
make -C /OpenROAD-flow-scripts/flow DESIGN_CONFIG=/design/flow/config.mk WORK_HOME=/design/flow/orfs finish
```
`/design/flow/config.mk`:
```
export PLATFORM = sky130hd
export DESIGN_NAME = sumt
export DESIGN_NICKNAME = sumt
export VERILOG_FILES = /design/flow/design.v
export SDC_FILE = /design/flow/constraint.sdc
export NUM_CORES = 4
export LEC_CHECK = 1
export CORE_UTILIZATION = 30
```
`/design/flow/constraint.sdc`:
```
current_design sumt

set clk_period 8.6
set clk_io_pct 0.2

create_clock -name clk0 -period $clk_period

set non_clock_inputs [all_inputs -no_clocks]
set_input_delay [expr $clk_period * $clk_io_pct] -clock clk0 $non_clock_inputs
set_output_delay [expr $clk_period * $clk_io_pct] -clock clk0 [all_outputs]
```
==> flow_summary.json <==
{
  "syn_inst": 452,
  "outcome": "finished, violations left",
  "critPathArrivalTime_ns": 6.89,
  "topCellsByArea": "ha_1 (29%), fa_1 (8.4%), mux2i_1 (6.6%)",
  "pre_cts_ws_ns": -1.008,
  "coreArea_um2": 12160,
  "start_kind": "primary input",
  "grt_first_pass_wirelength_um": 19040,
  "final_area_um2": 6292,
  "yosys-stat-cells": 452,
  "insertedDiodeCount": 0,
  "violations": "setup timing",
  "drv_slew": 0,
  "drv_cap": 0,
  "setup_violations": 1,
  "yosys.area.top_type_share_pct": 29.01,
  "drc_errors": 0,
  "slowest_delay_ns": 0.51,
  "clock_buffers": 0,
  "fin_crit_ns": 8.613,
  "cp_slowest_cell": "clkdlybuf4s50_1",
  "fillers": 1041,
  "ys_seq_share_pct": 0,
  "area_growth_pct": 65.81,
  "setup_tns_ns": -0.01323,
  "antenna_found_initial": 0,
  "ios": 45,
  "powerDensity_nw_per_um2": 275.2,
  "firstDrtPassIters": 5,
  "yosys_warnings": 6,
  "path_delay_family": "buffers and inverters",
  "yosysTopAreaCell": "ha_1",
  "fin_crit_sh_pct": 100.2,
  "drive_gt1_share_pct": 42.57,
  "ir_drop_mv": 0.1181,
  "finalWirelength_um": 11720,
  "grt_usage_pct": 18.57,
  "path_class": "primary input to output port",
  "path_buffers": 14,
  "synth_area_um2": 3795,
  "final_cell_mix": "buf_4 (189), ha_1 (66), inv_1 (35), clkdlybuf4s50_1 (34), nor2_1 (29)",
  "syn_avg_cell_area_um2": 8.396,
  "required_ns": 6.88,
  "crit_top_cell": "buf_4",
  "die-area_um2": 13100,
  "fmax_mhz": 116.1,
  "crit_fanout": 5,
  "dp_hpwl_um": 9832,
  "die_w_um": 114.5,
  "grt_overflow": 0,
  "flop-count": 0,
  "die_y_um": 114.5,
  "fp_util_pct": 31.20,
  "relSlewSlack_pct": 64.95,
  "rows": 40,
  "power.leakage_uw": 0.003089,
  "worstMarginPinSlew_ns": 0.5111,
  "drtAntennaViolNets": 0,
  "port-buffer-count": 43,
  "vias": 4211,
  "hold_path_class": "primary input to output port",
  "grt_pass1_vias": 4107,
  "endpoint_kind": "output port",
  "post_dp_cell_area_um2": 5543,
  "drt_iter0_drc": 191,
  "grt_max_degree": 8,
  "setup_ws_ns": -0.01323,
  "gp_congestion": 0.9152,
  "lay_top_count": "buf_4",
  "flop_area_um2": 0,
  "warnings": 33,
  "yosys.cell_types.count": 54,
  "avgRoutedWirePerCell_um": 13.72,
  "vias_per_cell": 4.931,
  "rsz0062_at_grt": "yes",
  "p_total_uw": 1731,
  "ys_area_um2": 3795,
  "hold_viol_final": 0
}
==> tightest hold or removal path, stage by stage <==
cell	delay, ns
dlygate4sd2_1	0.24
ha_2	0.16
ha_1	0.28
clkdlybuf4s50_1	0.42
==> power breakdown <==
part / switching [uW] / internal, uW / total (uW)
clock: 0 / 0 / 0
sequential: 0 / 0 / 0
combinational: 762 / 970 / 1730
total: 762 / 970 / 1730
==> kinds of logic (layout without fill, tap and decap cells) <==
| family | after synthesis | in the layout | share of synthesized area, % |
|---|---|---|---|
| xor+xnor | 39 | 39 | 9.001 |
| mux | 35 | 35 | 9.562 |
| fa+ha+maj | 104 | 104 | 37.45 |
| compound gates | 115 | 115 | 20.18 |
| simple gates | 121 | 121 | 19.85 |
| buf+inv | 37 | 270 | 3.858 |
| other cells | 1 | 2 | 0.09882 |
==> cell type report <==
cell class / instances / area (um^2) / share of cell area (%)
repair buffers: 235 / 1868 / 29.69
well taps: 168 / 210.2 / 3.341
multi-input cells: 416 / 4083 / 64.88
inverters: 35 / 131.4 / 2.088
==> path summary, 6_finish.rpt <==
check | depth (start not counted) | slack (ns) | end | start
worst max-delay path | 29 | -0.01 | it_is_magic | num6[0]
worst min-delay path | 4 | 4.54 | magic_constant[0] | num2[0]
==> Yosys cell counts (3+ instances only) <==
cell type  count
mux2_2        10
nand4_1        4
nand2b_1       6
a21oi_1       32
inv_1         35
xor2_1        19
a211oi_1       6
nor4b_1        7
nor2_1        29
and4_1         5
and3_1         8
xnor2_1       20
nor4_1         5
nand3_1       12
o21ai_0       18
nand2_1        4
nor3b_1       18
or3_1          6
o2bb2ai_1      4
or4_1          4
ha_1          88
fa_1          16
nor2b_1        3
a21o_1        26
a21boi_0       3
mux2i_1       25
a31oi_1        5
==> metrics by stage <==
| stage | hold slack, ns | utilization [%] | cells |
|---|---|---|---|
| after floorplan | 3.581 | - | 453 |
| after global placement | 4.782 | 45.58 | 811 |
| after detailed placement | 4.787 | 45.58 | 811 |
| after CTS | 4.547 | 49.84 | 845 |
| after global routing | 4.593 | 51.74 | 854 |
| final | 4.542 | 51.74 | 854 |
==> per-layer routing <==
metal	up-vias	routed length (um)	GRT usage, %	part of all wire (%)
met5	-	0	0	0
li1	2174	-	-	-
met2	75	5292	30.55	45
met3	14	367	0.8630	3.1
met4	0	228	2.424	1.9
met1	1948	5830	27.87	50
==> repair_timing <==
action / CTS / global route
cloned: 0 / 0
endpoints found under the setup margin: 1 / 1
hold buffers: 0 / 0
setup buffers: 34 / 9
pin swaps: 50 / 11
gates resized: 82 / 24
No activity file was given, so power comes from the tool's default toggle rates.
